==> /design/flow/design.v <==
module vga_address_translator(x, y, mem_address);
	parameter RESOLUTION = "320x240";
	input [((RESOLUTION == "320x240") ? (8) : (7)):0] x; 
	input [((RESOLUTION == "320x240") ? (7) : (6)):0] y;	
	output reg [((RESOLUTION == "320x240") ? (16) : (14)):0] mem_address;
	wire [16:0] res_320x240 = ({1'b0, y, 8'd0} + {1'b0, y, 6'd0} + {1'b0, x});
	wire [15:0] res_160x120 = ({1'b0, y, 7'd0} + {1'b0, y, 5'd0} + {1'b0, x});
	always @(*)
	begin
		if (RESOLUTION == "320x240")
			mem_address = res_320x240;
		else
			mem_address = res_160x120[14:0];
	end
endmodule
==> /design/flow/run.sh <==
#!/bin/bash
# OpenROAD 26Q1-2900-gdf79404cd8, Yosys 0.63+post, stock flow scripts
make -C /OpenROAD-flow-scripts/flow DESIGN_CONFIG=/design/flow/config.mk WORK_HOME=/design/flow/orfs finish
==> /design/flow/config.mk <==
export PLATFORM = sky130hd
export DESIGN_NAME = vga_address_translator
export DESIGN_NICKNAME = vga_address_translator
export VERILOG_FILES = /design/flow/design.v
export SDC_FILE = /design/flow/constraint.sdc
export NUM_CORES = 4
export LEC_CHECK = 1
export CORE_AREA = 10 10 70 70
export DIE_AREA = 0 0 80 80
==> /design/flow/constraint.sdc <==
current_design vga_address_translator

set clk_period 4.4
set clk_io_pct 0.2

create_clock -name clk0 -period $clk_period

set non_clock_inputs [all_inputs -no_clocks]
set_input_delay [expr $clk_period * $clk_io_pct] -clock clk0 $non_clock_inputs
set_output_delay [expr $clk_period * $clk_io_pct] -clock clk0 [all_outputs]
==> flow_metrics.env <==
# flow metrics
export IMPL_die_area_sq_um=6400
export IMPL_status="completed"
export IMPL_hold_class="in -> out"
export IMPL_cap_violations=0
export IMPL_coreArea_sq_um=3420
export IMPL_max_stage_delay_ps=530
export IMPL_avgSynthCellArea_sq_um=9.10
export IMPL_grt_pass1_wl_microns=2260
export IMPL_yosysSeqAreaShare_pct=0
export IMPL_diodes=0
export IMPL_setup_violations=0
export IMPL_worst_pin_slew_ps=290
export IMPL_antenna_found_initial=0
export IMPL_critPathTopFamily="buffers and inverters"
export IMPL_clockBufferCount=0
export IMPL_crit_slowest_cell="fa_1"
export IMPL_hold_viol=0
export IMPL_wl_microns=1330
export IMPL_die_w_microns=80
export IMPL_path_cells="clkdlybuf4s50_1 > inv_1 > fa_1 > inv_1 > fa_2 > a21oi_2 > buf_4 > o22ai_2 > nor2_2 > xnor2_1 > clkdlybuf4s50_1"
export IMPL_grt_total_usage_pct=4.19
export IMPL_synth_chip_area_sq_um=528
export IMPL_rsz0062_at_grt="yes"
export IMPL_postSynthCellCount=58
export IMPL_endpoint_kind="output port"
export IMPL_drc=0
export IMPL_critPathArrivalTime_ps=3400
export IMPL_final_cell_mix="clkdlybuf4s50_1, ha_1, inv_1, buf_4, xnor2_1"
export IMPL_worst_path_buf_inv=5
export IMPL_leakage_uw=0.000431
export IMPL_ys_types=21
export IMPL_fmax_mhz=233
export IMPL_final_antenna_net_count=0
export IMPL_startpoint_type="primary input"
export IMPL_final_area_sq_um=841
export IMPL_syn_to_final_growth_pct=59.2
export IMPL_dp_hpwl_microns=1190
export IMPL_seqCellArea_sq_um=0
export IMPL_rows=21
export IMPL_warnings=33
export IMPL_fp_util_pct=15.5
export IMPL_via_per_inst=3.60
export IMPL_placed_area_sq_um=798
export IMPL_yosys_warnings=1
export IMPL_io_buffers=22
export IMPL_synth_cells_yosys=58
export IMPL_n_sequential_cell=0
export IMPL_grt_max_degree=6
export IMPL_critical_path_class="in -> out"
export IMPL_critPathRequiredTime_ps=3520
export IMPL_power_density_nw_per_um2=166
export IMPL_ios=34
export IMPL_first_pass_iters=2
export IMPL_nFillCells=363
export IMPL_syn_cell_area_sq_um=528
export IMPL_finalMaxSlewViolations=0
export IMPL_max_slew_margin_pct=80.5
export IMPL_post_drt_wl_per_cell_microns=10.4
export IMPL_first_global_vias=474
export IMPL_die_y_microns=80
export IMPL_layout_min_cycle_time_ps=4280
export IMPL_final_common_cell="clkdlybuf4s50_1"
export IMPL_drive_gt1_share_pct=22.0
export IMPL_path_max_fanout=2
export IMPL_vias=461
export IMPL_gp_congestion=0.829
export IMPL_hold_ws_ps=1760
export IMPL_worst_ir_drop_vdd_mv=0.0504
export IMPL_period_used_pct=97.4
export IMPL_grt_ovfl_total=0
export IMPL_drt_iter0_drc=13
export IMPL_tns_ps=0
export IMPL_power_total_uw=140
==> per-layer routing <==
metal,GRT usage [%],part of all wire [%],vias to the layer above
li1,-,-,248
met1,5.71,47,203
met2,6.82,46,10
met3,1.02,7.7,0
met4,0.176,0,0
met5,0,0,-
==> power by group <==
group          switching (uW)  internal, uW  leakage, uW
sequential                  0             0            0
clock                       0             0            0
combinational            53.8          85.9     0.000431
total                    53.8          85.9     0.000431
==> area by class of cell <==
| class | count | area [sq um] | share of cell area, % |
|---|---|---|---|
| timing repair buffer | 30 | 288 | 34.2 |
| inverter | 8 | 30.0 | 3.57 |
| tap | 46 | 57.6 | 6.85 |
| multi-input combinational | 44 | 465 | 55.4 |
==> kinds of logic (layout without fill, tap and decap cells) <==
group / after synthesis / after routing / synth area share (%)
buffers and inverters: 14 / 38 / 14.2
AOI/OAI and AO/OA: 14 / 14 / 26.8
adders and majority gates: 17 / 17 / 43.1
and+or+nand+nor: 7 / 7 / 5.93
xor gates and xnor gates: 6 / 6 / 9.95
==> Yosys cell counts, drive strengths merged, types with 2 or more instances <==
library cell   n  area [sq um]
ha            15           188
inv            8          30.0
buf            6          45.0
a21oi          5          47.6
xnor2          5          43.8
fa             2          40.0
nand2          2          7.51
nand3          2          10.0
nor2           2          7.51
o21a           2          16.3
o41ai          2          32.5
==> per-stage QoR <==
stage / setup slack [ps] / utilization (%) / std cells
floorplan: 960 / - / 58
global placement: -107 / 23.4 / 125
detailed placement: -121 / 23.4 / 125
CTS: 28.4 / 23.8 / 127
global route: -4.71 / 24.6 / 128
finish: 116 / 24.6 / 128
==> final timing paths <==
| check | slack, ps | startpoint | to | cells after the start |
|---|---|---|---|---|
| worst max-delay path | 120 | y[0] | mem_address[13] | 11 |
| worst min-delay path | 1760 | x[2] | mem_address[2] | 0 |
==> repair_timing <==
item | in CTS | in global routing
endpoints found under the setup margin | 4 | 5
setup buffers | 2 | 1
hold buffers | 0 | 0
hold endpoints to repair | 0 | 0
pin swaps | 8 | 4
gates resized | 3 | 6
Power is estimated from default activity; no workload was simulated.
